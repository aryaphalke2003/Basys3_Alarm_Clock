$ cat ./constraint.sdc
current_design DigitalClock_12hrFormat

set clk_period 3.1
set clk_io_pct 0.2

create_clock -name clk0 -period $clk_period [get_ports {clk}]

set non_clock_inputs [all_inputs -no_clocks]
set_input_delay [expr $clk_period * $clk_io_pct] -clock clk0 $non_clock_inputs
set_output_delay [expr $clk_period * $clk_io_pct] -clock clk0 [all_outputs]
$ cat ./run.sh
#!/bin/bash
# OpenROAD 26Q1-2900-gdf79404cd8, Yosys 0.63+post, stock flow scripts
make -C /OpenROAD-flow-scripts/flow DESIGN_CONFIG=/design/flow/config.mk WORK_HOME=/design/flow/orfs finish
$ cat ./config.mk
export PLATFORM = sky130hd
export DESIGN_NAME = DigitalClock_12hrFormat
export DESIGN_NICKNAME = DigitalClock_12hrFormat
export VERILOG_FILES = /design/flow/design.v
export SDC_FILE = /design/flow/constraint.sdc
export NUM_CORES = 4
export LEC_CHECK = 1
export CORE_UTILIZATION = 30
$ cat ./design.v
module DigitalClock_12hrFormat(
    input clk,
    input center,
    input right,
    input left,
    input up,
    input down,
    input M_00,
    input M_01,
    input M_02,
    input M_03,
    input M_10,
    input M_11,
    input M_12,
    input H_00,
    input H_01,
    input H_02,
    input H_10,
    input H_11,
    output [6:0] seg,
    output [3:0] an,
    output AMPM_indicator_led,
    output clock_mode_indicator_led,
    output Alarm1,
    output Alarm2,
    output Alarm3,
    output Alarm4,
    output Alarm5,
    input stop
);
    reg [31:0] counter = 0;
    parameter max_count = 25_000_000;
    reg [3:0] H_in1;
    reg [3:0] H_in0;
    reg [3:0] M_in1;
    reg [3:0] M_in0;
    always @(*)begin
    H_in1=H_10+H_11*2;
        H_in0=H_00+H_01*2+H_02*4;
        M_in1=M_10+M_11*2+M_12*4;
        M_in0=M_00+M_01*2+M_02*4+M_03*8;
    end
    reg [5:0] hrs,min,sec = 0;
    reg [3:0] min_ones, min_tens, hrs_ones, hrs_tens = 0;
    reg toggle = 0;   
    reg x=0;
assign Alarm1 = x;
assign Alarm2 = x;
assign Alarm3 = x;
assign Alarm4 = x;
assign Alarm5 = x;
always @(*)
begin
if(stop)
x<=0;
if({H_in1,H_in0,M_in1,M_in0}=={hrs_tens,hrs_ones,min_tens,min_ones})
begin
if(stop==0)
  x<=1;
  else
  x<=0;
end
end
    reg pm = 0;
    assign AMPM_indicator_led = pm;
    reg clock_mode = 0;
    assign clock_mode_indicator_led = clock_mode;
    seven_segment SSM(clk,min_ones,min_tens,hrs_ones,hrs_tens,seg,an);
    parameter display_time = 1'b0;
    parameter set_time = 1'b1;
    reg current_mode = set_time;
    always @(posedge clk)
    begin
         case(current_mode)
         display_time:
       begin
          if (center)
          begin
            clock_mode <= 0;
            current_mode <= set_time;
            counter <= 0;
            toggle <= 0;
            sec <= 0;
          end
           if (counter < max_count)
           begin
             counter <= counter + 1;
           end
          else
           begin
               counter <= 0;
               sec <= sec + 1;
           end
        end
         set_time:
         begin
           if (center) begin
           clock_mode <= 1;
           current_mode <= display_time;
           end
           if (counter < (12_500_000)) begin
           counter <= counter + 1;
           end
           else begin
           counter <= 0;
           case (toggle)
           1'b0:
           begin
              if(up) begin
              min <= min + 1;
           end
    if (down) begin
      if (min > 0) begin
    min <= min - 1;
    end
    else if (hrs > 1) begin
    hrs <= hrs - 1;
    min <= 59;
    end else if (hrs == 1) begin
    hrs <=  12;
    min <= 59;
    end
    end
    if (left || right ) begin
     toggle <= 1;
     end
     end
     1'b1 : begin
     if (up) begin
     hrs <= hrs + 1;
     end
     if (down) begin
     if(hrs > 1) begin
     hrs <= hrs - 1;
     end else if (hrs == 1) begin
     hrs <=  12;
     end
     end
     if (right || left ) begin
     toggle <= 0;
     end
     end
     endcase
     end
     end
     endcase
      if (sec >= 60) begin
      sec <= 0;
      min <= min + 1;
      end
      if (min >= 60) begin
      min <= 0;
      hrs <= hrs + 1;
      end
      if (hrs >=  24) begin
      hrs <= 0;
      end
      else begin
      min_ones <= min % 10;
      min_tens <= min / 10;
      if (hrs < 12) begin
      if (hrs == 0) begin
      hrs_ones <= 2;
      hrs_tens <= 1;
      end else begin
      hrs_ones <= hrs % 10;
      hrs_tens <= hrs / 10;
      end
      pm <= 0;
      end else begin
      if (hrs == 12) begin
      hrs_ones <= 2;
      hrs_tens <= 1;
      end else begin
      hrs_ones <= (hrs - 12) % 10;
      hrs_tens <= (hrs - 12) / 10;
      end
      pm <= 1;
      end
      end
      end
      endmodule
module seven_segment(input clk,
input [3:0] min_ones, 
input [3:0] min_tens, 
input [3:0] hrs_ones, 
input [1:0] hrs_tens, 
output reg [6:0] seg,
output reg [3:0] an 
); 
reg [1:0] digit_display=0; 
reg [6:0] display[3:0];
reg [18:0] counter=0;
parameter max_count=125_000;
wire [3:0] four_bit [3:0];
assign four_bit[0]= min_ones;
assign four_bit[1]= min_tens;
assign four_bit[2]= hrs_ones;
assign four_bit[3]= hrs_tens;
always @(posedge clk)begin
    if(counter < max_count)begin
        counter <= counter+1;
    end else begin
        digit_display <= digit_display +1;
        counter<=0;
    end
    case(four_bit[digit_display])
    4'b0000: display[digit_display]<=7'b1000000;
    4'b0001: display[digit_display]<=7'b1111001;
    4'b0010: display[digit_display]<=7'b0100100;
    4'b0011: display[digit_display]<=7'b0110000;
    4'b0100: display[digit_display]<=7'b0011001;
    4'b0101: display[digit_display]<=7'b0010010;
    4'b0110: display[digit_display]<=7'b0000010;
    4'b0111: display[digit_display]<=7'b1111000;
    4'b1000: display[digit_display]<=7'b0000000;
    4'b1001: display[digit_display]<=7'b0011000;
    4'b1010: display[digit_display]<=7'b0001000;
    4'b1011: display[digit_display]<=7'b0000011;
    4'b1100: display[digit_display]<=7'b1000110;
    4'b1101: display[digit_display]<=7'b0100001;
    4'b1110: display[digit_display]<=7'b0000110;
    default: display[digit_display]<=7'b0001110;
    endcase
    case(digit_display)
    0: begin
        an<=4'b1110;
        seg<=display[0];
    end
    1: begin
        an<=4'b1101;
        seg<=display[1];
    end
    2: begin
        an<=4'b1011;
        seg<=display[2];
    end
    3: begin
        an<=4'b0111;
        seg<=display[3];
    end
    endcase
end
endmodule
==> summary.txt <==
EDFF count, synth - 48
Drt total wl - 15,500 um
First-pass GRT wire length - 26,300 um
Slew Limit Fails - 0
Pre-placement core utilization - 30.7%
Worst Min Path Start - SSM.counter[0]$_SDFF_PP0_
Worst Max-Slew Pin Slew - 787 ps
Latency at later pin - 410 ps
Min Tclk post-route - 2850 ps
Final Non-Filler Cells - 1,203
Clock skew - 8.05 ps
Vias in the first global route - 5,408
Maximum vdd ir drop - 0.000343 V
Worst reg2reg startpoint - hrs[2]$_SDFFE_PP0P_
R2R Path End - hrs_ones[2]$_DFFE_PN_
Crit path max-delay family - AND-OR/OR-AND gates
Drt initial violations - 418
Commonest Layout Cell - nor2_1
Slew Limit Headroom - 47.5%
Status - complete, no violations
Row Count - 56
Tool Warnings - 41
Flop area - 3080 sq um
Crit path required time - 3360 ps
Synth unique cells - 82
Hold Path Class - reg2reg
GRT overflow - 0
Hold depth - 1
Setup CP Type - reg2reg
Setup_tns - 0 ps
Cell count of the worst reg-to-reg path - 11
Tcrit/Tclk final - 92.0%
CP Cell Sequence - buf_4, inv_1, ha_1, or2_1, nor3b_4, o31a_4, a21oi_2, nor2_1, a211oi_4, mux2_4, o22ai_2
Post-CTS Setup Inserts - 0
FF+latch count, synth - 130
Yosys stat chip area - 7240 sq um
Combinational gate area - 3870 sq um
Fillers - 2,361
Most frequent cells in the layout - 101 x nor2_1, 81 x dfxtp_1, 71 x nand2_1
CTS root buffer - clkbuf_16
I/O pin total - 37
CP max FO - 28
Detail Route Antenna Nets - 0
Clock slew at reported path FFs - 60 ps
Max_cap viols - 0
Slack of the critical path - 248 ps
Register pins left without a clock - 1
H-tree Lvls - 4
Routed WL per cell - 12.9 um
Cells after synthesis - 824
TritonRoute pass-1 iters - 5
Top FF cell, synth - dfxtp_1
Via/cell ratio - 4.98
Chip width - 157 um
Bufs and invs on worst path - 2
Synth warnings - 3
Endpoints left unconstrained - 6
Cells in synth_stat.txt - 824
Post-DP HPWL - 10,800 um
Dpl ws - 255 ps
Die Area - 24,800 sq um
CORE AREA - 23,500 sq um
TritonCTS clock tree - yes
DRC errors left - 0
Number of CTS-inserted buffers - 17
Antenna Cells - 0
RSZ-0062 raised after global routing - no
Crit path largest cell delay - 330 ps
Maximum root-to-sink buffer count - 2
Placed cell count - 1,171
CP max stage cell - dfxtp_1
GPL Wtd Cong - 0.903
Hold WS - 471 ps
Power Dens Cells - 1020 nW/um^2
Final Hold Fails - 0
DR vias - 5,985
Cell Area, Synth - 7240 sq um
Final setup vio count - 0
Fmax - 351 MHz
Area grow syn2layout - 19.0%
R2R setup slack - 250 ps
CP startpoint - hrs[2]$_SDFFE_PP0P_
Initial antenna violation count - 0
DIE HEIGHT - 157 um
Port Buffers - 36
Total Power - 0.00880 W
Worst EP arrival - 3110 ps
Crit path capture type - flip-flop
Layout cells sized above 1 - 9.62%
Largest net degree at the start of global routing - 29
Leakage power - 3.11 nW
WHS Endpoint - SSM.counter[0]$_SDFF_PP0_
Tot GR Track Use - 13.3%
Crit start category - flip-flop
Ys async rst share - 0%
Syn avg cell area - 8.78 sq um
-- stage by stage --
| stage | area, sq um | util (%) |
|---|---|---|
| 2_1_floorplan | 7270 | - |
| 4_1_cts | 8610 | 36.6 |
| 5_1_grt | 8620 | 36.6 |
| 3_3_place_gp | 8040 | 34.1 |
| 3_5_place_dp | 8040 | 34.1 |
| 6_report | 8620 | 36.6 |
-- how the worst max path moves through the flow --
stage / to / slack (ps) / cells after the start
5_1_grt: min_ones[3]$_DFFE_PN_ / 60 / 13
4_1_cts: hrs_ones[2]$_DFFE_PN_ / 230 / 11
6_report: hrs_ones[2]$_DFFE_PN_ / 250 / 11
-- metal layers --
layer / wire (um) / up-vias / track usage [%]
met5: 0 / - / 0
met4: 188 / 0 / 1.66
met3: 890 / 12 / 3.17
met2: 6910 / 159 / 20.4
met1: 7540 / 2742 / 20.0
li1: - / 3072 / -
-- power by group --
| part | switching [W] | total, W | internal, W |
|---|---|---|---|
| registers | 0.000295 | 0.00274 | 0.00244 |
| clock network | 0.000792 | 0.00192 | 0.00113 |
| logic | 0.00241 | 0.00414 | 0.00173 |
-- kinds of logic (layout without fill, tap and decap cells) --
family                     count (synthesis)  in the layout  synth area share, %
latches                                    1              1                0.207
adders and majority gates                 29             29                 5.01
DFF                                      129            129                 42.3
buffers and inverters                     74            126                 4.43
AOI/OAI and AO/OA                        221            221                 19.9
and+or+nand+nor                          303            303                 19.9
xor gates and xnor gates                  58             58                 7.02
other                                      2             10                0.104
muxes                                      7              7                 1.07
-- flip-flops by register name, indices dropped and copies added, names as in the netlist, 6 cells and up --
name         count
min              6
SSM.display     28
sec              6
SSM.seg          7
SSM.counter     19
hrs              6
counter         32
-- synthesized netlist by cell type, types with 13 or more instances --
library cell / number / area (sq um)
o21ai_1: 13 / 65.1
inv_1: 25 / 93.8
edfxtp_1: 48 / 1440
nand3_1: 34 / 170
o21ai_0: 39 / 195
nand2_1: 71 / 267
a21oi_1: 70 / 350
o22ai_1: 14 / 87.6
clkbuf_1: 28 / 105
nor3_1: 29 / 145
nor2_1: 101 / 379
dfxtp_1: 81 / 1620
xnor2_1: 30 / 263
a31oi_1: 13 / 81.3
ha_1: 29 / 363
xor2_1: 28 / 245
-- cell type report --
class,count,area share [%]
Clock inverter,15,1.74
Inverter,28,1.22
Timing Repair Buffer,66,6.80
Clock buffer,17,4.94
Tap cell,319,4.63
Multi-Input combinational cell,628,45.0
Sequential cell,130,35.7
-- repair_timing --
action,CTS,global route
hold buffers,0,0
gates resized,0,1
endpoints found under the setup margin,0,1
No activity file was given, so power comes from the tool's default toggle rates.
